$ cat design/flow/run.sh
#!/bin/bash
# OpenROAD 26Q1-2900-gdf79404cd8, Yosys 0.63+post, stock flow scripts
make -C /OpenROAD-flow-scripts/flow DESIGN_CONFIG=/design/flow/config.mk WORK_HOME=/design/flow/orfs finish
$ cat design/flow/design.v
module f1_fsm (
    input logic clk,
    input logic rst,
    input logic en,
    output logic [7:0] data_out
);
    typedef enum {IDLE, S1, S2, S3, S4, S5, S6, S7, S8} my_state;
    my_state current_state, next_state;
    always_ff @(posedge clk)
        if (rst)        current_state <= IDLE;
        else            current_state <= next_state;
    always_comb
        case(current_state)
            IDLE:   if (en==1)  next_state = S1;
                    else        next_state = current_state;
            S1:     if (en==1)  next_state = S2;
                    else        next_state = current_state;
            S2:     if (en==1)  next_state = S3;
                    else        next_state = current_state;
            S3:     if (en==1)  next_state = S4;
                    else        next_state = current_state;
            S4:     if (en==1)  next_state = S5;
                    else        next_state = current_state;
            S5:     if (en==1)  next_state = S6;
                    else        next_state = current_state;
            S6:     if (en==1)  next_state = S7;
                    else        next_state = current_state;
            S7:     if (en==1)  next_state = S8;
                    else        next_state = current_state;
            S8:     if (en==1)  next_state = IDLE;
                    else        next_state = current_state;
            default: next_state = current_state;
        endcase
    always_comb
        case (current_state)
            IDLE:   data_out <= 8'b00000000;
            S1:     data_out <= 8'b00000001;
            S2:     data_out <= 8'b00000011;
            S3:     data_out <= 8'b00000111;
            S4:     data_out <= 8'b00001111;
            S5:     data_out <= 8'b00011111;
            S6:     data_out <= 8'b00111111;
            S7:     data_out <= 8'b01111111;
            S8:     data_out <= 8'b11111111;
        default: data_out <= 8'b0;
        endcase
endmodule
module clktick #(
	parameter WIDTH = 16
)(
  input  logic             clk,       
  input  logic             rst,       
  input  logic             en,        
  input  logic [WIDTH-1:0] N,     	  
  output logic  		       tick       
);
logic [WIDTH-1:0] count;
always_ff @ (posedge clk)
    if (rst) begin
        tick <= 1'b0;
        count <= N;  
        end
    else if (en) begin
	    if (count == 0) begin
		    tick <= 1'b1;
		    count <= N;
	        end
	    else begin
		    tick <= 1'b0;
		    count <= count - 1'b1;
	        end
        end
endmodule
module topclk #(
    parameter   WIDTH = 16
)(
    input logic                 clk,
    input logic                 rst,
    input logic                 en,
    input logic [WIDTH-1:0]     N,
    output logic [WIDTH-1:0]    data_out
);
    logic [1:0]         tick;
f1_fsm FSM (
    .clk (clk),
    .rst (rst),
    .en (tick),
    .data_out (data_out)
);
clktick ticking (
    .clk (clk),
    .rst (rst),
    .en (en),
    .N (N),
    .tick (tick)
);
endmodule
$ cat design/flow/config.mk
export PLATFORM = sky130hd
export DESIGN_NAME = topclk
export DESIGN_NICKNAME = topclk
export VERILOG_FILES = /design/flow/design.v
export SDC_FILE = /design/flow/constraint.sdc
export NUM_CORES = 4
export LEC_CHECK = 1
export CORE_AREA = 10 10 109 109
export DIE_AREA = 0 0 119 119
$ cat design/flow/constraint.sdc
current_design topclk

set clk_period 7.4
set clk_io_pct 0.2

create_clock -name clk0 -period $clk_period [get_ports {clk}]

set non_clock_inputs [all_inputs -no_clocks]
set_input_delay [expr $clk_period * $clk_io_pct] -clock clk0 $non_clock_inputs
set_output_delay [expr $clk_period * $clk_io_pct] -clock clk0 [all_outputs]
==> summary.txt <==
run metrics: CTS Sinks=29, largest stage delay on the critical path=660 ps, cell family with most CP delay=buffers and inverters, core footprint=9640 sq um, Die Wd=119 um, PortBufs=26, # Cells Yosys=163, Synth top cells by count=nor2_1 (23), a21oi_1 (18), edfxtp_1 (16), Worst Path Max Fanout=30, ANT cells=0, worst setup path category=in -> reg, sequential share of power=54.1%, yosys warns=5, Floorplan Utilization=16.6%, Crit-path slowest cell=clkdlybuf4s50_1, CTS Buffer Depth=2, simple share=22.5%, Log Warnings=26, Num CTS Buffers=5, setup_tns=0 ps, post-synth cell types=43, synthesized instance count=163, Die Size=14200 sq um, comb area leader=simple AND/OR/NAND/NOR gates, Setup Fix Bufs, Post-CTS=0, Cell area leaders=edfxtp_1 (30%), dfxtp_1 (16%), a21oi_1 (5.6%), Die Y=119 um, Final Hold Fails=0, total global-route track usage=5.15%, Slew HR=66.8%, YS chip area=1600 sq um, Seq/Total Area, Yosys=46.3%, max-slew violations=0, clk_skew=6.01 ps, TritonCTS clock tree=done, final instance area=2050 sq um, Adder Share, Synth=1.56%, clk slew on worst S/H paths=60 ps, first-pass GRT wire length=6.09 mm, top-area cell type share of the netlist area=30.0%, LEAKAGE=0.659 nW, Worst-Margin Slew=497 ps, #FFs+latches synth=29, Final Cycle Share=41.8%, Placement Cell Area=1970 sq um, DRC viols=0, Post-CTS Hold Buffers=0, Crit path required time=7430 ps, Hold WS=609 ps, vias per inst=3.70, Post-Synth AOI/OAI Area=13.8%, 1st-iter DRT viols=16, crit path DAT=3120 ps, Reg2Reg Setup Slack=5280 ps, ys async rst share=0%, number of global-route vias before repair=1185, min Tclk post-route=3090 ps, CTS root buf=clkbuf_8, startpoint types=input port, Post-CTS Resized=0, fmax=0.323 GHz, yosys xor share=6.57%, grt ovf=0, largest net degree at the start of global routing=31, type of the worst min-delay path=reg -> reg, cell type with the largest total area=edfxtp_1, Comb power frac=11.6%, Dominant flop cell=edfxtp_1, Antenna Nets Post-Route=0, Buf+Inv Stages, Crit Path=2, via count=1187, Routed WL=3.64 mm, I/O pins=35, H-tree levels=2, routability cong.=0.790, PwrDens=176 nW/um^2, most common cell in the netlist=nor2_1, layout cells sized above 1=11.7%, worst-path cell chain=clkdlybuf4s50_1, a41oi_2, buf_4, mux2_2, mux frac, synth=1.96%, RSZ-0062 raised after global routing=no, Power Total=0.360 mW, Cell Int Power=0.271 mW, Final setup viols=0, dpl hpwl=2.66 mm, status=finished clean, EDFF count, synth=16, Latency at later pin=280 ps, num rows=36, clock power share=34.3%, Net Sw Power=0.0888 mW, initial antenna violation count=0, peak supply drop=96.0 uV, P&R area growth vs syn=28.2%, Detailed Routing Iterations Pass 1=4, Netlist Area Pre-Place=1600 sq um, max cap viols=0, Avg Synthesized Cell Area=9.81 sq um, Switching Share=24.7%, endpoint class of the critical path=register, drt wl/cell=11.3 um
-- cell type report --
| type | count | area [sq um] |
|---|---|---|
| Tap cell | 133 | 166 |
| Inverter | 4 | 15.0 |
| Sequential cell | 29 | 741 |
| Multi-Input combinational cell | 120 | 779 |
| Fill cell | 1067 | 7590 |
| Clock buffer | 8 | 80.1 |
| Timing Repair Buffer | 27 | 268 |
-- flip-flops by register name, indices dropped and copies added, names as in the netlist --
register / flops
ticking.count: 16
data_out: 8
FSM.current_state: 4
ticking.tick: 1
-- layer usage --
layer / wire, um / global-route usage [%] / share of wire (%) / vias to the layer above
met1: 1850 / 7.35 / 51 / 539
met2: 1600 / 7.85 / 44 / 23
met5: 0 / 0 / 0 / -
met3: 156 / 1.53 / 4.3 / 6
li1: - / - / - / 619
met4: 32 / 0.534 / 0.88 / 0
-- tightest hold or removal path: stages, from the launching register on --
cell	delay (ps)
dfxtp_1	370
o21ai_0	100
a21oi_1	80
-- logic make-up (layout without fill, tap and decap cells) --
kind of cell,count (synthesis),in the layout
other cells,1,8
simple gates,58,58
xor+xnor,12,12
fa+ha+maj,2,2
flops,29,29
compound gates,37,37
buf+inv,21,39
mux,3,3
-- cell usage in the layout (no fill, tap or decap), drive strengths merged, types with 2 or more instances in the layout --
cell type and instances:
nor3 3, nor4 6, or4 4, o21a 2, o31ai 4, xor2 3
inv 4, ha 2, o21ai 4, dfxtp 13, edfxtp 16, nand3 2
conb 8, nor2b 2, clkdlybuf4s50 26, clkbuf 8, xnor2 9, or2 4
a31oi 4, nand2 5, nand4 2, a21oi 20, mux2i 2, nor2 23
-- through the flow --
step                      worst slack [ps]  utilization [%]  std cells
after floorplan                       4930                -        170
after global placement                4060             20.4        313
after detailed placement              4020             20.4        313
after CTS                             4310             21.3        321
after global routing                  4230             21.3        321
final                                 4310             21.3        321
-- worst paths after layout --
path | start | to | cells after the start
max | rst | ticking.count[0] | 4
min | FSM.current_state[0] | FSM.current_state[0] | 2
max reg2reg | ticking.count[0] | ticking.count[12] | 6
min reg2reg | FSM.current_state[0] | FSM.current_state[0] | 2
-- power by group through the flow --
stage         combinational, mW  sequential, mW  clock (mW)
finish                   0.0417           0.195       0.124
global route             0.0461           0.196       0.135
CTS                      0.0424           0.195       0.127
No activity file was given, so power comes from the tool's default toggle rates.

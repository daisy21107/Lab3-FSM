==> flow/design.v <==
module lfsr (
    input logic         clk,         
    input logic         rst,         
    input logic         en,
    output logic [4:1]   data_out     
);
    logic [4:1] sreg;                
    always_ff @ (posedge clk, posedge rst)
        if (rst)
            sreg <= 4'b1;
        else if (en)  
            sreg <= {sreg[3:1], sreg[4] ^ sreg[3]}; 
    assign data_out = sreg;
endmodule
==> flow/run.sh <==
#!/bin/bash
# OpenROAD 26Q1-2900-gdf79404cd8, Yosys 0.63+post, stock flow scripts
make -C /OpenROAD-flow-scripts/flow DESIGN_CONFIG=/design/flow/config.mk WORK_HOME=/design/flow/orfs finish
==> flow/config.mk <==
export PLATFORM = sky130hd
export DESIGN_NAME = lfsr
export DESIGN_NICKNAME = lfsr
export VERILOG_FILES = /design/flow/design.v
export SDC_FILE = /design/flow/constraint.sdc
export NUM_CORES = 4
export LEC_CHECK = 1
export CORE_AREA = 10 10 70 70
export DIE_AREA = 0 0 80 80
==> flow/constraint.sdc <==
current_design lfsr

set clk_period 1.6
set clk_io_pct 0.2

create_clock -name clk0 -period $clk_period [get_ports {clk}]

set non_clock_inputs [all_inputs -no_clocks]
set_input_delay [expr $clk_period * $clk_io_pct] -clock clk0 $non_clock_inputs
set_output_delay [expr $clk_period * $clk_io_pct] -clock clk0 [all_outputs]
==> results.txt <==
Physical implementation status

The timing report gives the biggest stage delay along the critical path as 0.53 ns. For the final routed database, the setup TNS stands at 0 ns. The vertical die dimension stands at 80 µm.

The post-synthesis cell type count stands at 7. Measured along the x axis, the die boundary spans 80 µm. The number of warnings reported in the stage logs is 25.

The layout summary lists the proportion of cells stronger than drive strength 1 as 36.4%. The slowest stage of the critical path belongs to the cell sky130_fd_sc_hd__dfstp_2. STA puts the critical path data required time at 1.28 ns. Per the GRT congestion report, total overflow comes to 0. The clock passes through at most 2 buffers. Sequential cells were found to cover 64.8% of the synthesized design area.

The normalized max-slew margin stands at 84.5%. The worst-skew pair later-pin latency stands at 0.24 ns. The floorplan report gives the top-level pin count as 7. In this run the cell area of the synthesized design comes to 156 µm². The DRC violation count after routing stands at 0. The max-capacitance violation count stands at 0. The final hold violation count stands at 0. Setup slack on the critical path of the routed design comes to 0.0426 ns. The highest net fanout along the worst path stands at 3. Yosys reports that the leading cell type by area covers 48.0% of the netlist area.

Per the synth stats, the proportion of register bits with asynchronous set or reset is 100%. TritonCTS built the clock tree. In this run the clock root is driven by a sky130_fd_sc_hd__clkbuf_4. The worst setup path is captured at a primary output. In the post-synthesis netlist, the biggest area contributors are sky130_fd_sc_hd__dfrtp_1 (48%), sky130_fd_sc_hd__mux2_2 (22%), sky130_fd_sc_hd__dfstp_2 (17%), sky130_fd_sc_hd__xnor2_1 (5.6%), sky130_fd_sc_hd__a21oi_1 (3.2%).

The number of port buffers stands at 6. Per the summary, power density relative to cell area is 1740 nW/µm². The setup path with the least slack is of type flip-flop to primary output. Setup repair after global routing left no endpoint under its margin. The slew at the pin closest to its max-slew limit stands at 0.231 ns.

The area of the die stands at 6400 µm². The overall fraction of global-route tracks in use stands at 1.55%. Timing analysis after detailed placement gives a worst setup slack of 0.224 ns. Post-CTS repair changed the size of 0 cells.

The report lists the cells along the critical path as clkdlybuf4s50_1. Summing internal, switching and leakage power gives 0.535 mW. The largest registers in the layout are sreg: 4 flops. The worst setup path is launched from a flip-flop. For this run, the share of the core covered by cells in the final layout is 9.01%. The timing report attributes the biggest portion of critical-path delay to flip-flops. The final critical path takes up 97.3% of the cycle. Counting flops per register, the top entry is sreg.

After synthesis, the most frequently instantiated cells are sky130_fd_sc_hd__dfrtp_1 (3), sky130_fd_sc_hd__mux2_2 (3). The detailed router reported a total wirelength of 467 µm. The clock period minus worst slack stands at 1.56 ns.

The leakage component of the power was reported as 0.109 nW. The number of placement rows stands at 21. The synthesis-to-finish area growth stands at 96.8%. The number of optimization iterations in the first detailed-route pass stands at 2.

Post-synth the commonest register cell is sky130_fd_sc_hd__dfrtp_1. The global-route wire length before repair stands at 641 µm. The via count of the first global-routing pass stands at 128. The cell count in the Yosys report stands at 11. The flow ran to the end, and the final reports show no timing, DRC or antenna violations. The TritonCTS sink count stands at 4.

The highest attainable clock frequency stands at 0.642 GHz. The yosys synthesis warning count stands at 1. The routed layout has 125 vias. The sequential cells in the finished layout cover a total of 101 µm². At the floorplan stage, the core utilization is reported as 4.58%. The congestion estimate from routability-driven global placement came to 0.661. Note that the worst hold path type here is input port to asynchronous set/reset pin. The arrival time of data at the critical path endpoint stands at 1.24 ns. The maximum number of pins on one net before global-route repair stands at 6. The layout has 406 filler cells. CTS added clock buffers totalling 3. The initial antenna violation count stands at 0. Per the finish-stage timing summary, setup violations number 0. After floorplanning, the core was sized to cover 3420 µm². The area of the multi-input gates stands at 51.3 µm². The detail-routed net length per standard cell stands at 6.87 µm.

The final-report max-slew violation count stands at 0. The antenna diode count stands at 0. The initial DRC count stands at 17. The number of nets with antenna violations after detailed routing stands at 0. The detail-routed via count per cell stands at 1.84. The count of flip-flops with a built-in enable after synthesis stands at 0. The synthesis area per yosys stands at 156 µm². The flip-flop count of the largest register after layout stands at 4. The final clock skew stands at 0.0104 ns.

In this run the VDD rail shows a maximum IR drop of 251 µV. Averaged over all synthesized cells, the footprint is 14.2 µm². The flop and latch count out of synthesis stands at 4. The worst hold slack after final layout stands at 0.260 ns. Along the critical path, the tally of buffer and inverter instances is 1. Per the synthesis report, the dominant area consumer among library cells is sky130_fd_sc_hd__dfrtp_1. CTS built an H-tree with a depth of 1.

Clock-pin slew was measured on the worst setup and hold paths at 0.04 ns. After technology mapping, the gate count stands at 11.
==> kinds of logic (layout without fill, tap and decap cells) <==
group / count (synthesis) / in the layout / synth area share, %
AND/OR/NAND/NOR: 1 / 1 / 2.40
buffers and inverters: 1 / 12 / 2.40
multiplexers: 3 / 3 / 21.6
AND-OR/OR-AND: 1 / 1 / 3.20
flip-flops: 4 / 4 / 64.8
XOR/XNOR: 1 / 1 / 5.60
==> layout by cell type (no fill, tap or decap) <==
| master | Yosys | routed |
|---|---|---|
| sky130_fd_sc_hd__clkdlybuf4s50_1 | 0 | 6 |
| sky130_fd_sc_hd__mux2_2 | 3 | 3 |
| sky130_fd_sc_hd__clkbuf_4 | 0 | 3 |
| sky130_fd_sc_hd__dfrtp_1 | 3 | 3 |
| sky130_fd_sc_hd__xnor2_1 | 1 | 1 |
| sky130_fd_sc_hd__nor2_1 | 1 | 1 |
| sky130_fd_sc_hd__a21oi_1 | 1 | 1 |
| sky130_fd_sc_hd__inv_1 | 1 | 1 |
| sky130_fd_sc_hd__clkbuf_1 | 0 | 1 |
| sky130_fd_sc_hd__buf_4 | 0 | 1 |
| sky130_fd_sc_hd__dfstp_2 | 1 | 1 |
==> stage by stage <==
stage                     cells  instance area (µm²)
final                        68                  308
after global routing         68                  308
after CTS                    67                  300
after detailed placement     63                  274
after global placement       63                  274
after floorplan              11                  156
==> worst paths after layout <==
check	slack, ns	to	cells after the start	start
max	0.04	data_out[1]	1	sreg[1]$_DFFE_PP1P_
min	0.26	sreg[2]$_DFFE_PP0P_	2	rst
max reg2reg	0.75	sreg[1]$_DFFE_PP1P_	3	sreg[1]$_DFFE_PP1P_
min reg2reg	0.53	sreg[2]$_DFFE_PP0P_	1	sreg[2]$_DFFE_PP0P_
max in group asynchronous	1.10	sreg[1]$_DFFE_PP1P_	2	rst
min in group clk0	0.53	sreg[2]$_DFFE_PP0P_	1	sreg[2]$_DFFE_PP0P_
==> repair_timing <==
item	in CTS	in global routing
endpoints found under the setup margin	0	1
hold buffers	0	0
setup buffers	0	1
==> per-layer routing <==
metal  GRT usage [%]  share of wire (%)  vias up
met4           0.352                  0        0
li1                -                  -       58
met5               0                  0        -
met1            1.40                 40       60
met3            2.27                 15        0
met2            1.93                 45        7
==> layout make-up <==
cell class | instances | share of cell area [%]
clock buffers | 4 | 8.54
well taps | 46 | 18.7
inverters | 1 | 1.22
flip-flops and latches | 4 | 32.9
multi-input cells | 6 | 16.7
repair buffers | 7 | 22.0
==> power by group <==
| group | internal [mW] | leakage, nW | switching (mW) |
|---|---|---|---|
| logic | 0.148 | 0.0502 | 0.0421 |
| registers | 0.162 | 0.0440 | 0.0418 |
| clock network | 0.0939 | 0.0150 | 0.0466 |
Power and IR drop assume default switching activity.
